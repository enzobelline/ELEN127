**flow/run.sh**
```bash
#!/bin/bash
# OpenROAD 26Q1-2900-gdf79404cd8, Yosys 0.63+post, stock flow scripts
make -C /OpenROAD-flow-scripts/flow DESIGN_CONFIG=/design/flow/config.mk WORK_HOME=/design/flow/orfs finish
```
**flow/config.mk**
```make
export PLATFORM = sky130hd
export DESIGN_NAME = mylab4
export DESIGN_NICKNAME = mylab4
export VERILOG_FILES = /design/flow/design.v
export SDC_FILE = /design/flow/constraint.sdc
export NUM_CORES = 4
export LEC_CHECK = 1
export CORE_AREA = 10 10 70 70
export DIE_AREA = 0 0 80 80
```
**flow/constraint.sdc**
```tcl
current_design mylab4

set clk_period 1.0
set clk_io_pct 0.2

create_clock -name clk0 -period $clk_period [get_ports {clk}]

set non_clock_inputs [all_inputs -no_clocks]
set_input_delay [expr $clk_period * $clk_io_pct] -clock clk0 $non_clock_inputs
set_output_delay [expr $clk_period * $clk_io_pct] -clock clk0 [all_outputs]
```
**flow/design.v**
```verilog
module mylab4(lOut,clk,reset,in);
	input clk,reset;
	input [1:0] in;
	output [5:0] lOut;
	reg [5:0] cState, nState;
	parameter [5:0] A=6'b000000, B=6'b000001, C=6'b000011, D=6'b000111, E=6'b001000, F=6'b011000, G=6'b111000;
	always @(posedge clk, posedge reset)
		if(reset)
			cState <= A;
		else
			cState <= nState;
	always @(*)
	case (cState)
		A:
		begin
			if(in[0])
				if(in[1])
					nState=A;
				else
					nState=B;
			else
 				if(in[1])
					nState=E;
				else
					nState=A;			
		end
		B:
		begin
			if(in[0])
				if(in[1])
					nState=A;
				else
					nState=C;
			else
				if(in[1])
					nState=E;
				else
					nState=A;
		end
		C:
		begin
			if(in[0])
				if(in[1])
					nState=A;
				else
					nState=D;
			else
				if(in[1])
					nState=E;
				else
					nState=A;
		end
		D:
		begin
			if(in[0])
				if(in[1])
					nState=A;
				else
					nState=B;
			else
				if(in[1])
					nState=E;
				else
					nState=A;
		end
		E:
		begin
			if(in[0])
				if(in[1])
					nState=A;
				else
					nState=B;
			else
				if(in[1])
					nState=F;
				else
					nState=A;
		end
		F:
		begin
			if(in[0])
				if(in[1])
					nState=A;
				else
					nState=B;
			else
				if(in[1])
					nState=G;
				else
					nState=A;
		end
		G:
		begin
			if(in[0])
				if(in[1])
					nState=A;
				else
					nState=B;
			else
				if(in[1])
					nState=E;
				else
					nState=A;
		end
	endcase
	assign lOut=cState;
endmodule
```
==> impl_metrics.ini <==
; yosys + openroad results
[drt]
wirelength_um = 796
vias_per_cell = 2.80
wl_per_cell_um = 8.29
drcViolationCount = 0
dr.first_iter.drc_count = 2
diodes = 0
num_vias = 269
ant_nets = 0
dr.pass1.iters = 3

[grt]
grt_pass1_vias = 256
grt_max_degree = 7
grt_pass1_wl_um = 1230
overflow = 0
grt_antenna_before_repair = 0
grtUsageTotal_pct = 2.54

[timing]
rsz0062_at_grt = no
hold_ws_ps = 185
finalHoldViolCount = 0
finalClockPeriodUsage_pct = 93.8
maxSlewHeadroom_pct = 70.8
untimed_endpoints = 12
fmax_ghz = 1.07
unclocked_regs = 6
setup_viol = 0
min_period_ps = 938
drv_slew = 0
worst_slew_pin_slew_ps = 439
final.setup.worst_slack_ps = 62.4

[power]
peakVddDrop_mv = 0.498
total_power_mw = 0.505
p_per_area_nw_per_um2 = 908
leakage_nw = 0.273

[setup_path]
arrival_ps = 740
worst-path-buf-inv = 1
end_kind = output port
required_ps = 800
crit_family = flip-flops
crit_chain = buf_2
start_kind = register
cp_slowest_cell = dfrtp_1
crit_fanout = 2
worst-setup-path-type = register to output port
cp_slowest_stage_delay_ps = 380

[yosys]
top_cell_area_share_pct = 43.0
ff_type = dlxtn_1
synth.avg_cell_area_um2 = 12.0
yosys_area_um2 = 349
ys_cells = 29
synth_cell_types = 14
enable_flop_cells = 0
synth.largest_area_cell = dfrtp_1
ys.flops = 12
synth-async-reset-ratio_pct = 50.0
ys.warnings.count = 1
synth_cells = 29
ys_top_cells_by_count = 6 x dfrtp_1, 6 x dlxtn_1, 3 x inv_1
synthTopCellsByArea = dfrtp_1 43%, dlxtn_1 26%, or4b_4 3.9%
syn_area_um2 = 349

[clock_network]
ctsHoldBuffers = 0
cts_max_path_buffers = 2
cts_tree = yes
clockRootBuffer = clkbuf_4
cts_max_level = 1
cts.clk_slew.worst_paths_ps = 50
cts-buffers-inserted = 3

[placed_design]
gp_congestion = 0.714
io_buffers = 9
dpl.cell_count = 89
place_hpwl_um = 621
post-place-ws_ps = -46.8

[cells_and_area]
drive_gt1_share_pct = 42.0
syn2layout_area_growth_pct = 59.5
fin_cells = 96

[die]
std_cell_rows = 21
die_h_um = 80
die_area_um2 = 6400
fp_util_pct = 10.2
fp.dieW_um = 80
num_io_pins = 10
core_area_um2 = 3420

[flow_run]
cap_violations = 0
tool_warnings = 25

[min_path]
hp-class = primary input to async pin

[outcome]
status = complete, no violations
## final cells by class
class,count,area [um2]
fill,385,2860
sequential,12,240
timing repair buffer,18,128
multi-input combinational,14,97.6
tap,46,57.6
clock buffer,3,22.5
inverter,3,11.3
## state kept, by name (all words and copies together) (netlist names)
register,cells
cState,6
nState,6
## metrics by stage
stage / setup TNS, ps / cell area (um2) / utilization (%)
4_1_cts: 0 / 567 / 16.6
6_report: 0 / 557 / 16.3
3_3_place_gp: -59.3 / 534 / 15.6
5_1_grt: 0 / 557 / 16.3
2_1_floorplan: 0 / 349 / -
3_5_place_dp: -86.7 / 534 / 15.6
## layer usage
| metal | wire [um] | vias up | GRT usage, % |
|---|---|---|---|
| li1 | - | 138 | - |
| met1 | 467 | 119 | 3.93 |
| met2 | 232 | 10 | 2.41 |
| met3 | 86 | 2 | 2.05 |
| met4 | 10 | 0 | 0.528 |
| met5 | 0 | - | 0 |
## where the power goes
group	switching (mW)	leakage (nW)	internal, mW
logic	0.0140	0.132	0.0202
registers	0.000940	0.128	0.251
clock network	0.0839	0.0138	0.136
## logic make-up (layout without fill, tap and decap cells)
logic type	count (synthesis)	count (layout)	share of synthesized area [%]
and+or+nand+nor	12	12	24.0
DFF	6	6	43.0
latches	6	6	25.8
buffers and inverters	3	24	3.23
AOI/OAI and AO/OA	2	2	3.94
## cells in the final DEF (no fill, tap or decap)
| cell | instances |
|---|---|
| nor3b_2 | 1 |
| dlxtn_1 | 6 |
| or4b_4 | 1 |
| and2_1 | 2 |
| and3_1 | 1 |
| dfrtp_1 | 6 |
| buf_2 | 4 |
| a31o_2 | 1 |
| a21oi_1 | 1 |
| nor2_1 | 2 |
| clkbuf_4 | 3 |
| nand2b_1 | 1 |
| buf_4 | 9 |
| nor3_1 | 1 |
| clkdlybuf4s50_1 | 3 |
| inv_1 | 3 |
| nor2b_1 | 2 |
| nor3b_1 | 1 |
| clkbuf_2 | 2 |
## repair_timing
| item | CTS | global route |
|---|---|---|
| endpoints found under the setup margin | 6 | 2 |
| buffers inserted | 4 | 0 |
| pin swaps | 0 | 0 |
| gates resized | 16 | 2 |
| cloned | 0 | 0 |
## how the worst max path moves through the flow
stage	from	endpoint	cells past startpoint
after CTS	cState[4]$_DFF_PP0_	lOut[4]	1
after global routing	cState[2]$_DFF_PP0_	lOut[2]	1
final	cState[2]$_DFF_PP0_	lOut[2]	1
Power figures rest on the tool's default switching activity, not on a simulated workload.
