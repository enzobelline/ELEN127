`run.sh`:
```
#!/bin/bash
# OpenROAD 26Q1-2900-gdf79404cd8, Yosys 0.63+post, stock flow scripts
make -C /OpenROAD-flow-scripts/flow DESIGN_CONFIG=/design/flow/config.mk WORK_HOME=/design/flow/orfs finish
```
`config.mk`:
```
export PLATFORM = sky130hd
export DESIGN_NAME = counter
export DESIGN_NICKNAME = counter
export VERILOG_FILES = /design/flow/design.v
export SDC_FILE = /design/flow/constraint.sdc
export NUM_CORES = 4
export LEC_CHECK = 1
export CORE_AREA = 10 10 70 70
export DIE_AREA = 0 0 80 80
```
`constraint.sdc`:
```
current_design counter

set clk_period 1.3
set clk_io_pct 0.2

create_clock -name clk0 -period $clk_period [get_ports {clk}]

set non_clock_inputs [all_inputs -no_clocks]
set_input_delay [expr $clk_period * $clk_io_pct] -clock clk0 $non_clock_inputs
set_output_delay [expr $clk_period * $clk_io_pct] -clock clk0 [all_outputs]
```
`design.v`:
```
module counter(	clk,  
		ldEn,  
		value,
		cEn,  
		cDone,
		cO);	 
    	input clk, ldEn, cEn;
	input [2:0] value;
	output cO;
    	output reg cDone;
	reg [2:0] counting, counter;
assign cO = ((counting!=0)&&cEn) ? 1 : 0;
	always@(posedge clk) begin
		if(ldEn) begin
			cDone = 0;
			counter = value;	 
			counting = 0;
		end
		else if (cEn) begin 
			counting = counting + 1'b1;
			if (counter == counting) cDone = 1'b1;
		end
	end	
endmodule
```
==> Slide: Implementation Results <==
Physical Implementation Snapshot

GRT
  • Grt ovf: 0
  • Vias in the first global route: ~240
  • Largest net degree at the start of global routing: 8
  • Initial antenna violation count: 0
  • Gr usage total: approximately 1.9%
  • First-pass GRT wire length: around 990 um

Logic synthesis
  • Post-synthesis cell count from yosys: 26
  • Synth area leaders: edfxtp_1 (27%), dfxtp_1 (24%), ha_1 (7.5%)
  • Yosys chip area: 332.8 sq um
  • Cell taking the most area after synthesis: edfxtp_1
  • Warnings, synthesis: 1
  • Synth Seq Share: roughly half
  • Synthesized area per cell: roughly 13 sq um
  • Cell count after synthesis: 26
  • Distinct lib cells: 15
  • Registers, synthesis: 7
  • Top-area cell share: ~27%
  • Synthesized cell area: about 330 sq um

Detailed routing
  • Drt first pass iters: 2
  • Number of vias per cell: approximately 2.7
  • DRT Wirelength: roughly 600 um
  • Ant diodes: 0
  • Number of DRC markers in iteration 0: 4
  • Routed Antenna Nets: 0
  • Average routed wire per standard cell: 6.685 um
  • Via count: roughly 240
  • DRC: 0

Floorplan
  • FP Util: just under 10%
  • IO Pins: 8
  • Chip area: between 6000 and 7000 sq um
  • Chip height: approximately 80 um
  • # rows: 21
  • Die W: around 80 um
  • Core area: approximately 3400 sq um

Setup path
  • Critical path's slowest cell: clkdlybuf4s50_1
  • Worst Path Class, Setup: in -> out
  • Worst path cell trace: clkdlybuf4s50_1 > a21boi_2 > buf_2
  • CP endpoint kind: output port
  • Worst path max stage delay: 480 ps
  • CP arrival: between 900 and 1000 ps
  • Max FO, Critical Path: 2
  • Worst Setup Start Kind: input pin
  • Worst Path Required: 1040 ps

Final timing
  • Slew @ Worst Pin: about 220 ps
  • RSZ-0062 raised after global routing: true
  • Count of final setup violators: 0
  • Fin. max-slew vios: 0
  • F_max: around 800 MHz
  • Slew HR: a little over four fifths
  • Fin crit period: 1254 ps
  • Clk_skew: about 1.7 ps
  • Fin crit share: between 90% and 100%
  • Fin Setup TNS: 0 ps
  • Hold Vio Cnt, Final: 0
  • Final setup margin: approximately 46 ps

Cells and area
  • Area growth, synth to finish: 63.91%
  • Most frequent cells in the layout: buf_4 (6), clkdlybuf4s50_1 (5)
  • Dominant logic cell type in the layout: buf_4
  • Share of layout cells above drive strength 1: 37.21%
  • Fillcell total: 395
  • Final core utilization: roughly 16%
  • Fin cells: between 80 and 90

Clock network
  • Root Driver: clkbuf_4
  • Worst-path clk slew: about 50 ps
  • CTS tree: built
  • Max H-tree Level: 1
  • Inserted Clock Buffers: 3
  • Worst skew pair latency: about 240 ps
  • Clk buf depth: 2
  • Clock Sink Count: 7
  • Setup Buffers After CTS: 0

Power
  • Power Total: between 500 and 600 uW
  • Leakage: ~0.22 nW
  • Power Density: 1020 nW/um^2
  • Worst VDD drop: about 0.00053 V

Job
  • Tool warnings: 27
  • Maximum capacitance violations: 0

Placed design
  • Post-place setup slack: -382.0 ps
  • Dpl hpwl: between 400 and 500 um
  • Placed Instances: between 80 and 90
  • I/O Buffers: 7
  • GPL Wtd Cong: approximately 0.76

Run status
  • Outcome: completed

Min path
  • Tightest Hold Check Type: reg -> reg
worst max-delay path, delay by kind of cell:
| family | cells | cell delay (ps) |
|---|---|---|
| compound gates | 1 | 150 |
| buf+inv | 2 | 590 |
timing repair:
item                                    in CTS  in global routing
hold endpoints to repair                     0                  0
pin swaps                                    2                  0
hold buffers                                 0                  0
endpoints found under the setup margin       3                  2
gates resized                                7                  3
flip-flops by register name (all words and copies together), names as in the netlist:
signal and cells:
counter 3, cDone 1, counting 3
path summary, 6_finish.rpt:
| path | start | endpoint | slack [ps] | depth (start not counted) |
|---|---|---|---|---|
| worst max-delay path | cEn | cO | 50 | 3 |
| worst min-delay path | cDone$_SDFFE_PP0P_ | cDone$_SDFFE_PP0P_ | 460 | 2 |
| worst max register to register | counting[0]$_SDFFE_PP0P_ | cDone$_SDFFE_PP0P_ | 90 | 4 |
| worst min register to register | cDone$_SDFFE_PP0P_ | cDone$_SDFFE_PP0P_ | 460 | 2 |
report_power, final:
part           total, mW  internal (mW)  switching (mW)
Clock              0.190          0.117          0.0730
Combinational      0.109         0.0682          0.0411
Sequential         0.257          0.250         0.00779
metal layers:
metal	share of wire, %	wire (um)	up-vias	global-route usage [%]
li1	-	-	123	-
met1	54	320	103	2.716
met2	34	204	10	2.247
met3	12	71	0	1.591
met4	0	0	0	0.1761
met5	0	0	-	0
cells by family after synthesis:
logic type                 after synthesis  share of synthesized area, %
AOI/OAI and AO/OA                        4                         11.65
muxes                                    1                         3.008
buffers and inverters                    3                         3.383
xor gates and xnor gates                 4                         15.04
adders and majority gates                2                         7.518
and+or+nand+nor                          5                         8.272
DFF                                      7                         51.13
metrics by stage:
| step | instance area [sq um] | hold WS [ps] |
|---|---|---|
| 2_1_floorplan | 332.8 | 329.1 |
| 3_3_place_gp | 505.5 | 454.8 |
| 3_5_place_dp | 505.5 | 454.7 |
| 4_1_cts | 530.5 | 454.7 |
| 5_1_grt | 545.5 | 493.2 |
| 6_report | 545.5 | 455.6 |
cell type report:
type | instances | area, sq um | area share [%]
Multi-Input combinational cell | 16 | 167.7 | 30.73
Inverter | 3 | 11.26 | 2.064
Clock buffer | 4 | 26.28 | 4.817
Timing Repair Buffer | 13 | 108.9 | 19.95
Sequential cell | 7 | 173.9 | 31.88
Tap cell | 46 | 57.56 | 10.55
synthesized netlist by cell type:
cell / instances
xor3_1: 1
nor2_1: 2
a21boi_1: 1
inv_1: 3
ha_1: 2
edfxtp_1: 3
xor2_1: 1
a21oi_1: 1
o41ai_2: 1
nand2b_1: 2
xnor2_1: 2
mux2i_1: 1
nand3b_1: 1
dfxtp_1: 4
a21bo_1: 1
Power is estimated from default activity; no workload was simulated.
