File: /design/flow/run.sh
#!/bin/bash
# OpenROAD 26Q1-2900-gdf79404cd8, Yosys 0.63+post, stock flow scripts
make -C /OpenROAD-flow-scripts/flow DESIGN_CONFIG=/design/flow/config.mk WORK_HOME=/design/flow/orfs finish
File: /design/flow/config.mk
export PLATFORM = sky130hd
export DESIGN_NAME = mux8t1
export DESIGN_NICKNAME = mux8t1
export VERILOG_FILES = /design/flow/design.v
export SDC_FILE = /design/flow/constraint.sdc
export NUM_CORES = 4
export LEC_CHECK = 1
export CORE_AREA = 10 10 70 70
export DIE_AREA = 0 0 80 80
File: /design/flow/constraint.sdc
current_design mux8t1

set clk_period 2.1
set clk_io_pct 0.2

create_clock -name clk0 -period $clk_period

set non_clock_inputs [all_inputs -no_clocks]
set_input_delay [expr $clk_period * $clk_io_pct] -clock clk0 $non_clock_inputs
set_output_delay [expr $clk_period * $clk_io_pct] -clock clk0 [all_outputs]
File: /design/flow/design.v
module mux8t1(
	in0,
	in1,
	in2,
	in3,
	in4,
	in5,
	in6,
	in7,
	o,
	sel);
	input [2:0] sel;
	input [7:0] in0,in1,in2,in3,in4,in5,in6,in7;
	output reg [7:0]o; 
	always@(*) begin
		case(sel)
			3'b000: o =in0;
			3'b001: o =in1;
			3'b010: o =in2;
			3'b011: o =in3;
			3'b100: o =in4;
			3'b101: o =in5;
			3'b110: o =in6;
			3'b111: o =in7;
			default: o = 0;
		endcase
	end
endmodule
==> run summary <==
From the run reports.

- The iteration count recorded for the first detailed-route pass is 2.
- For this design the ratio of total power to cell area is between 150 and 200 nW/um2.
- The warning tally printed by Yosys for this design is 1.
- The final routed DRC violation total is 0.
- The slew at the pin closest to its max-slew limit reads 0.2658 ns.
- Of the total synthesized cell area, the portion taken by AND, OR, NAND and NOR gates is ~4.4%.
- The maximum number of pins on one net before global-route repair is 10.
- STA classifies the critical path endpoint as a primary output.
- Summing all non-filler instances in the final layout gives an area of 1551 um2.
- The width of the die is 80 um.
- The non-filler instance count after layout reads 167.
- Summed over all layers, the routed wires come to about 2.9 mm.
- The final sequential cell count reads 0.
- The most common cell after layout, fill and taps aside reads sky130_fd_sc_hd__dlymetal6s2s_1.
- The final total power reads 288.2 uW.
- The core area reads 3416 um2.
- The highest achievable clock rate reads 481.0 MHz.
- The number of antenna violations at the first check in global routing is 0.
- The synthesized cell area reads 568.0 um2.
- The routed layout has 704 vias.
- Registers take 0 um2.
- The end-of-flow timing check tallies setup violations at 0.
- The number of buffers inserted by port buffering is 75.
- The setup TNS is 0 ns.
- The fraction of final layout cells sized beyond drive strength 1 reads 35.54%.
- The floorplan report gives the top-level pin count as about 75.
- The worst hold path begins at in2[5].
- The final global-route overflow total is 0.
- The worst setup path is launched from an input pin.
- Per the gpl log, the routability congestion estimate is around 0.74.
- The summed standard-cell area reported by yosys reads 568.0 um2.
- The largest fanout of any net on the critical path reads 1.
- The start-to-end type of the worst setup path is input pin to primary output.
- The post-route fraction of the period consumed by the critical path reads 99.01%.
- The placement-stage cell area is 1410 um2.
- The worst max-slew margin expressed relative to the limit is 82.28%.
- The filler cells instantiated in the layout total 340.
- The OpenROAD warning count is 32.
- TritonRoute output was used to compute an average wire per cell of 17.13 um.
- The worst hold path depth is 4.
- The relative area change from synthesis to final layout is 173.1%.
- The part of the Yosys area used for sequential elements reads 0%.
- In this run, the synthesized area fraction spent on adder and majority cells is recorded as 0%.
- The synthesized netlist devotes 5.947% of its cell area to compound gates.
- Across the run, the number of max-cap violations was 0.
- The final-report hold violation count is 0.
- The global-route total usage across every layer is between 8 and 9%.
- The global-route wire length before repair reads 4.395 mm.
- The max-slew violation count reads 0.
- The mean number of vias per cell is 4.216.
- By instance count after routing, the leading logic cell types are sky130_fd_sc_hd__dlymetal6s2s_1, sky130_fd_sc_hd__clkdlybuf4s50_1, sky130_fd_sc_hd__mux4_2, sky130_fd_sc_hd__dlygate4sd2_1, sky130_fd_sc_hd__mux2_4.
- The hold path endpoint is o[5].
- The vertical die dimension reads roughly 80 um.
- The number of antenna cells inserted is 0.
- The arrival time reported for the critical path endpoint is 1.66 ns.
- The yosys stat cell total reads 39.
- The half-perimeter wire length after detailed placement is 2.263 mm.
- Counting every instance in the synthesized netlist gives 39.
- The first-iteration detailed-routing DRC count is 7.
- The report lists the number of standard-cell rows as 21.
- The flow ran to the end, and the final reports show no timing, DRC or antenna violations.
- The dominant kind of combinational cell reads multiplexers.
- The layout clock buffer count is 0.
- The floorplan core density is 16.63%.
- The data required time of the critical path reads 1.68 ns.
- The static power due to leakage reads 0.8800 nW.
- The xor-xnor portion of the synthesized cell area is 0%.
- The number of hold buffers added after cts is 0.
- The tally of nets with antenna violations remaining after routing reads 0.
- The worst-case IR drop observed on VDD is 0.07415 mV.
- The mux share of post-synthesis cell area is 82.60%.
- The class of the tightest hold or removal check is input pin to primary output.
- The number of global-route vias before repair is 803.
- The count of distinct cell types in the synthesized netlist reads 17.
- The average cell area after synthesis is 14.57 um2.
- The minimum clock period after layout is 2.079 ns.
- The chip area reads 6400 um2.
- The total placed cells including tap cells reads 161.
-- cells in the mapped netlist, drive strengths merged --
cell type | instances | area (um2)
mux4 | 14 | 360.3
mux2 | 7 | 78.83
buf | 4 | 32.53
mux2i | 3 | 30.03
a211oi | 1 | 7.510
a2bb2oi | 1 | 8.760
a31oi | 1 | 6.260
clkbuf | 1 | 3.750
inv | 1 | 3.750
nand2 | 1 | 3.750
nand2b | 1 | 6.260
nor3 | 1 | 5.000
o21ai | 1 | 5.000
o22ai | 1 | 6.260
or4b | 1 | 10.01
-- timing repair --
| item | in CTS | in global routing |
|---|---|---|
| pin swaps | 2 | 2 |
| endpoints found under the setup margin | 8 | 8 |
| buffers inserted | 3 | 1 |
| resized | 65 | 36 |
| gates cloned | 2 | 0 |
-- area by class of cell --
cell class                 count  area (um2)  area share, %
tap                           46       57.56          3.710
timing repair buffer          87       975.9          62.90
inverter                       1       3.754         0.2419
multi-input combinational     33       514.2          33.15
-- power by group --
part	switching, mW	internal (mW)	total (mW)
registers	0	0	0
clock network	0	0	0
logic	0.0671	0.221	0.288
total	0.0671	0.221	0.288
-- per-stage QoR --
stage          hold slack [ns]  worst slack [ns]  util (%)
5_1_grt                  1.375         -0.005210     45.42
4_1_cts                  1.482          0.001880     42.16
3_3_place_gp             1.854           -0.6652     41.28
3_5_place_dp             1.853           -0.6723     41.28
2_1_floorplan           0.9808            0.3610         -
6_report                 1.348           0.02088     45.42
-- worst max-delay path, cell delays in order --
cell,delay [ns]
sky130_fd_sc_hd__clkdlybuf4s50_1,0.39
sky130_fd_sc_hd__mux4_2,0.46
sky130_fd_sc_hd__mux2_4,0.28
sky130_fd_sc_hd__buf_6,0.11
-- how the worst max path moves through the flow --
stage	startpoint	end	slack [ns]	cells past startpoint
4_1_cts	in0[3]	o[3]	0.002	4
5_1_grt	in5[0]	o[0]	-0.005	4
6_report	in7[7]	o[7]	0.02	4
-- routing by layer --
layer  part of all wire, %  global-route usage, %  vias up
met5                     0                      0        -
met1                    43                  11.58      321
met3                    12                  3.750        0
li1                      -                      -      341
met2                    46                  13.40       42
met4                     0                      0        0
-- cell families (layout without fill, tap and decap cells) --
logic type             Yosys count  after routing
muxes                           24             24
buffers and inverters            6             88
AOI/OAI and AO/OA                5              5
and+or+nand+nor                  4              4
No activity file was given, so power comes from the tool's default toggle rates.
